[flow/constraint.sdc]
current_design PC

set clk_period 6.5
set clk_io_pct 0.2

create_clock -name clk0 -period $clk_period [get_ports {clk}]

set non_clock_inputs [all_inputs -no_clocks]
set_input_delay [expr $clk_period * $clk_io_pct] -clock clk0 $non_clock_inputs
set_output_delay [expr $clk_period * $clk_io_pct] -clock clk0 [all_outputs]
[flow/config.mk]
export PLATFORM = sky130hd
export DESIGN_NAME = PC
export DESIGN_NICKNAME = PC
export VERILOG_FILES = /design/flow/design.v
export SDC_FILE = /design/flow/constraint.sdc
export NUM_CORES = 4
export LEC_CHECK = 1
export CORE_AREA = 10 10 93 93
export DIE_AREA = 0 0 103 103
[flow/design.v]
module PC(out,clk,reset);
	input clk,reset;
	output [31:0] out;
	reg[31:0] out;
	always@(posedge clk)
	begin
		if(~reset)
			out = out+1;
		else
			out=0;
	end
endmodule
[flow/run.sh]
#!/bin/bash
# OpenROAD 26Q1-2900-gdf79404cd8, Yosys 0.63+post, stock flow scripts
make -C /OpenROAD-flow-scripts/flow DESIGN_CONFIG=/design/flow/config.mk WORK_HOME=/design/flow/orfs finish
==> run summary <==
fresh numbers from the pnr run: worst path cell trace=clkdlybuf4s50_1, Final min period=roughly 2600 ps, M1 WL=1.65 mm, Die Height=103 µm, share of cells above drive strength 1=0.0647, WL/cell=12.6 µm, post-CTS resize count=0, Critical Path End Type=primary output, Ys Warns=1, synthesis-to-layout area growth=32.2%, dpl cells=approximately 270, final tally of hold violations=0, Fin Setup TNS=0 ps, Die Width=103 µm, crit path DRT=5200 ps, met3 WL=346 µm, Mapped Cells=168, maximum fanout along the worst path=6, fillers=713, Slew HR=0.628, r2r setup slk=between 4000 and 5000 ps, root buf cell=clkbuf_8, met2 wire length=1.53 mm, FMAX=between 0.3 and 0.4 GHz, DR iter-0 viols=141, critical path's slowest cell=clkdlybuf4s50_1, CP Launch Type=register, fp_density=0.218, global placer's final weighted congestion=0.761, hold endpoint=out[0], Distinct cells, synth=29, Total Routing Usage GR=0.0723, largest net degree at the start of global routing=37, OpenROAD warnings=25, hold_buf cts=0, final setup violating endpoints=0, outcome=finished, final reports clean, EDFF count, synth=0, r2r startpoint=out[2], Setup Skew=4.04 ps, number of global-route vias before repair=1,301, static leakage=0.573 nW, Clock Pin Slew Worst Setup and Hold Paths=60 ps, crit path DAT=roughly 1300 ps, top_reg_cell synth=dfxtp_1, synthesis area per yosys=0.00148 mm², most frequent logic cell in the layout=clkdlybuf4s50_1, Sink Count=32, RSZ-0062 raised after global routing=false, level count of the clock H-tree=2, most frequent cells in the layout=33 x clkdlybuf4s50_1, 32 x dfxtp_1, 17 x a21oi_1, HP Class=reg -> reg, grt ovf=0, final hold slack=477 ps, Clk Latency, worst-skew pair=280 ps, post-route ant nets=0, slew at the pin closest to its max-slew limit=558 ps, I/O pin count=34, initial antenna violation count=0, CP Class=reg -> out, CP bufs+invs=1, Max IR drop VDD=71.7 µV, core area=0.00676 mm², Yosys Instances=168, Final Max Slew Viols=0, DP Worst Slack=3900 ps, CTS max path bufs=2, router iterations before antenna repair=4, period utilization=0.393, Flops after synth=32, R2R depth=4, n_diodes=0, top sig layer=met4, max reg flops=32, Post CTS Setup Buffer Count=0, Max Cap Violations=0, CP max stage delay=520 ps, die area=0.0106 mm², ys async rst share=0, Seq share, synth=0.434, Power Density=188 mW/mm², Total Power=0.366 mW, row cnt=30, DRC Markers=0, routed wire length=3.55 mm, mapped cell area=0.00148 mm², Final Non-Filler Cells=281, CTS Buf Count=5, first-pass GRT wire length=roughly 6.3 mm, CTS tree=done, family with the most delay on the worst path=buffers and inverters, vias per cell=approximately 4.8, Hold Path Depth=1, Final WS setup=3950 ps, Port Buffers=33, Syn Area/Cell=roughly 9 µm², Hold Path Origin=out[0], Final HPWL DP=roughly 2.5 mm, FF-to-FF End=out[21], Via Count=1,337
## report_power, final
group	internal [mW]	switching (mW)	leakage [nW]
combinational	0.00512	0.00535	0.269
sequential	0.198	0.00206	0.258
clock	0.0863	0.0697	0.0455
total	0.289	0.0771	0.573
## stage by stage
step                instance area, µm²  utilization
floorplan                         1480            -
CTS                               1950        0.289
global route                      1950        0.289
finish                            1950        0.289
detailed placement                1860        0.275
global placement                  1860        0.275
## worst max path at each step
| stage | startpoint | cells after the start | end |
|---|---|---|---|
| CTS | out[2] | 1 | out[2] |
| global route | out[2] | 1 | out[2] |
| finish | out[2] | 1 | out[2] |
## layer usage
layer | up-vias | global-route usage
li1 | 681 | -
met3 | 4 | 0.0291
met2 | 31 | 0.108
met5 | - | 0
met4 | 0 | 0.00856
met1 | 621 | 0.0991
## cell usage after synthesis, types with 3 or more instances
cell type	count	share of area
dfxtp_1	32	0.43
a21oi_1	17	0.058
nor2_1	14	0.036
or4_1	12	0.061
nand2_1	11	0.028
o31ai_1	11	0.056
nand3_1	8	0.027
o21ai_0	6	0.020
or3_1	6	0.025
inv_1	5	0.013
nand4_1	5	0.021
nor2b_1	5	0.021
xnor2_1	5	0.030
clkbuf_1	4	0.010
xor2_1	4	0.024
buf_2	3	0.010
mux2_2	3	0.023
nor4_1	3	0.013
## cells by family after synthesis
| group | synth area share |
|---|---|
| buf+inv | 0.0483 |
| simple gates | 0.291 |
| fa+ha+maj | 0.00848 |
| compound gates | 0.134 |
| mux | 0.0305 |
| flops | 0.434 |
| xor+xnor | 0.0534 |
## area by class of cell
type	count	area, µm²	area share
flip-flops and latches	32	641	0.328
inverters	5	18.8	0.00962
repair buffers	34	338	0.173
well taps	80	100	0.0513
multi-input cells	122	763	0.391
clock buffers	8	90.1	0.0462
Power and IR drop assume default switching activity.
