<file path="design.v">
module INSTMEM(PC,inst,clk);
	input[31:0] PC;
	input clk;
	output[31:0] inst;
	reg[31:0] inst;
	reg[31:0] memory[0:31];
	integer mem;
	initial begin
    	memory[0] = 32'b00000000000000000000000000000000;  
    	memory[1] = 32'b00000000000000000000000000000000;  
    	memory[2] = 32'b00000000000000000000000000000000;  
    	memory[3] = 32'b10001100000100010000000000001000;   
    	memory[4] = 32'b10001100000100100000000000000100;   
    	memory[5] = 32'b00000010001100100100000000100000;   
    	memory[6] = 32'b00000000000000000000000000000000;   
    	memory[7] = 32'b00000000000000000000000000000000;   
    	memory[8] = 32'b00000000000000000000000000000000;   
    	memory[9] = 32'b00000000000000000000000000000000;   
    	memory[10]= 32'b00000000000000000000000000000000;   
    	memory[11]= 32'b00000000000000000000000000000000;   
    	memory[12]= 32'b00000000000000000000000000000000;   
    	memory[13]= 32'b00000000000000000000000000000000;   
    	memory[14]= 32'b00000000000000000000000000000000;   
    	memory[15]= 32'b00000000000000000000000000000000;   
    	memory[16]= 32'b00000000000000000000000000000000;   
    	memory[17]= 32'b00000000000000000000000000000000;   
    	memory[18]= 32'b00000000000000000000000000000000;   
    	memory[19]= 32'b00000000000000000000000000000000;   
    	memory[20]= 32'b00000000000000000000000000000000;   
    	memory[21]= 32'b00000000000000000000000000000000;   
    	memory[22]= 32'b00000000000000000000000000000000;   
    	memory[23]= 32'b00000000000000000000000000000000;   
    	memory[24]= 32'b00000000000000000000000000000000;   
    	memory[25]= 32'b00000000000000000000000000000000;   
    	memory[26]= 32'b00000000000000000000000000000000;   
    	memory[27]= 32'b00000000000000000000000000000000;   
    	memory[28]= 32'b00000000000000000000000000000000;   
    	memory[29]= 32'b00000000000000000000000000000000;   
    	memory[30]= 32'b00000000000000000000000000000000;   
    	memory[31]= 32'b00000000000000000000000000000000;
	end
	always@(posedge clk)
	begin
	mem = PC[31:0];
	inst = memory[mem];
	end
endmodule
</file>
<file path="run.sh">
#!/bin/bash
# OpenROAD 26Q1-2900-gdf79404cd8, Yosys 0.63+post, stock flow scripts
make -C /OpenROAD-flow-scripts/flow DESIGN_CONFIG=/design/flow/config.mk WORK_HOME=/design/flow/orfs finish
</file>
<file path="config.mk">
export PLATFORM = sky130hd
export DESIGN_NAME = INSTMEM
export DESIGN_NICKNAME = INSTMEM
export VERILOG_FILES = /design/flow/design.v
export SDC_FILE = /design/flow/constraint.sdc
export NUM_CORES = 4
export LEC_CHECK = 1
export CORE_AREA = 10 10 70 70
export DIE_AREA = 0 0 80 80
</file>
<file path="constraint.sdc">
current_design INSTMEM

set clk_period 2.1
set clk_io_pct 0.2

create_clock -name clk0 -period $clk_period [get_ports {clk}]

set non_clock_inputs [all_inputs -no_clocks]
set_input_delay [expr $clk_period * $clk_io_pct] -clock clk0 $non_clock_inputs
set_output_delay [expr $clk_period * $clk_io_pct] -clock clk0 [all_outputs]
</file>
==> results.txt <==
fresh numbers from the pnr run: area grow syn2layout=31.9%, Log Warnings=roughly 52, # rows=21, hold slack=0.841 ns, max-cap viol count=0, endpoints failing hold=0, clk sink count=6, Ant. Diodes=0, initial antenna violation count=0, htree depth=1, worst-path fanout max=4, Final ANT Viol Nets=0, CP top delay family=buffers and inverters, Setup Viol. Count Final=0, Slowest cell on crit path=clkdlybuf4s50_1, share of layout cells above drive strength 1=a little under a tenth, die span in x=approximately 80 µm, worst-case clock buffer depth=2, Tcrit/Tclk final=70.7%, CTS buffer count=3, remaining global-route overflow=0, largest net degree at the start of global routing=5, CP Class=flop to output pin, Hold/Removal Path Class=input port to flop, clock-pin slew on the worst setup and hold paths=about 0.040 ns, drt first pass iters=2, Post-Synthesis Cell Area=397 µm², Routed WL=848 µm, most frequent logic cells in the routed design=conb_1 (20), clkdlybuf4s50_1 (17), dfxtp_1 (6), Peak Freq=between 600 and 700 MHz, Static Leak=between 0.2 and 0.25 nW, Vias=roughly 250, register area share after synthesis=30.3%, first-pass GRT wire length=1310 µm, Yosys cell types=12, crit path DRT=1.68 ns, kind of end point of the critical path=output pin, CTS root buf=clkbuf_4, data arrival time of the critical path=around 1.1 ns, # Cells Yosys=42, dominant logic cell type in the layout=conb_1, drt via density=2.43, Yosys chip area=397 µm², die area=around 6400 µm², cell count after synthesis=around 42, Detail Placement HPWL=~780 µm, Synth flops=6, DRC=0, CP peak stage delay=between 0.4 and 0.5 ns, setup TNS=0 ns, DR iter-0 viols=13, worst path bufs/invs=1, fillcell total=392, RSZ-0062 raised after global routing=false, GRT Util Overall=2.39%, Die Y=approximately 80 µm, Worst VDD drop=~83 µV, Post-CTS Setup Repair Bufs=0, CTS tree=done, FP Core Util=about 12%, core area=roughly 3400 µm², hold buffers post-CTS=0, Power Dens Cells=472 nW/µm², post_cts resized=0, syn_area_per_cell=9.44 µm², crit start category=flop, outcome=finished clean, max reg flops=6, I/O Buffers=17, Period minus WS final=about 1.5 ns, worst-path cell chain=clkdlybuf4s50_1, average wire per cell in the routed design=between 8 and 9 µm, GP Congestion=slightly below 0.7, Warnings, synthesis=1, vias in the first global route=about 320, num ports=roughly 65, final slew viol count=0
==> stage by stage <==
step / total power, mW / cell area [µm²] / setup WS (ns) / cells / util, %
2_1_floorplan: 0.154 / 468 / 1.03 / 61 / -
4_1_cts: 0.254 / 523 / 0.596 / 101 / 15.3
5_1_grt: 0.271 / 523 / 0.546 / 101 / 15.3
3_5_place_dp: 0.152 / 500 / 0.515 / 98 / 14.7
6_report: 0.247 / 523 / 0.616 / 101 / 15.3
3_3_place_gp: 0.152 / 500 / 0.527 / 98 / 14.7
==> cell usage after synthesis, drive strengths merged <==
cell type / n / area share (%)
conb: 1 / 0.95
buf: 26 / 49
and2: 1 / 1.6
dfxtp: 6 / 30
nor3: 1 / 1.3
and2b: 1 / 1.9
a211oi: 2 / 5.0
nand3b: 1 / 1.9
nor4b: 1 / 3.8
or3b: 1 / 2.2
or2b: 1 / 1.9
==> layout make-up <==
cell class	count	area, µm²	area share (%)
Timing Repair Buffer	17	170	32.5
Multi-Input combinational cell	29	153	29.2
Sequential cell	6	120	23.0
Tap cell	46	57.6	11.0
Clock buffer	3	22.5	4.31
==> report_power, final <==
| group | leakage [nW] | switching [mW] | internal [mW] |
|---|---|---|---|
| logic | 0.148 | 0.0102 | 0.0199 |
| clock network | 0.0138 | 0.0342 | 0.0641 |
| registers | 0.0487 | 0.00108 | 0.117 |
==> final timing paths <==
| path | startpoint | end | slack [ns] | cells after the start |
|---|---|---|---|---|
| max | inst[25] | inst[14] | 0.62 | 1 |
| min | PC[0] | inst[25] | 0.84 | 2 |
==> cells by family (layout without fill, tap and decap cells) <==
kind of cell           Yosys count  after routing  share of synthesized area (%)
AND-OR/OR-AND                    2              2                           5.05
buffers and inverters           26             20                           49.2
flip-flops                       6              6                           30.3
other                            1             20                          0.945
AND/OR/NAND/NOR                  7              7                           14.5
==> metal layers <==
layer,up-vias,share of wire [%],global-route usage (%)
met5,-,0,0
met4,0,1.3,0.704
met3,2,22,1.36
met2,26,47,4.25
met1,102,29,2.26
li1,115,-,-
Power is estimated from default activity; no workload was simulated.
