==> constraint.sdc <==
current_design byte_adder

set clk_period 13.5
set clk_io_pct 0.2

create_clock -name clk0 -period $clk_period

set non_clock_inputs [all_inputs -no_clocks]
set_input_delay [expr $clk_period * $clk_io_pct] -clock clk0 $non_clock_inputs
set_output_delay [expr $clk_period * $clk_io_pct] -clock clk0 [all_outputs]
==> config.mk <==
export PLATFORM = sky130hd
export DESIGN_NAME = byte_adder
export DESIGN_NICKNAME = byte_adder
export VERILOG_FILES = /design/flow/design.v
export SDC_FILE = /design/flow/constraint.sdc
export NUM_CORES = 4
export LEC_CHECK = 1
export CORE_AREA = 10 10 90 90
export DIE_AREA = 0 0 100 100
==> run.sh <==
#!/bin/bash
# OpenROAD 26Q1-2900-gdf79404cd8, Yosys 0.63+post, stock flow scripts
make -C /OpenROAD-flow-scripts/flow DESIGN_CONFIG=/design/flow/config.mk WORK_HOME=/design/flow/orfs finish
==> design.v <==
module DECODER(d0,d1,d2,d3,d4,d5,d6,d7,x,y,z);	
	input x,y,z;
	output d0,d1,d2,d3,d4,d5,d6,d7;
	wire x0,y0,z0;
	not n1(x0,x);
	not n2(y0,y);
	not n3(z0,z);
	and a0(d0,x0,y0,z0);
	and a1(d1,x0,y0,z);
	and a2(d2,x0,y,z0);
	and a3(d3,x0,y,z);
	and a4(d4,x,y0,z0);
	and a5(d5,x,y0,z);
	and a6(d6,x,y,z0);
	and a7(d7,x,y,z);
endmodule
module FADDER(s,c,x,y,z);
	input x,y,z;
	wire d0,d1,d2,d3,d4,d5,d6,d7;
	output s,c;
	DECODER dec(d0,d1,d2,d3,d4,d5,d6,d7,x,y,z);
	assign s = d1 | d2 | d4 | d7,
		  c = d3 | d5 | d6 | d7;
endmodule
module eight_bitadder(a,b,z,o,c);
	input[7:0] a,b;
	input z;
	output[7:0] o;
	output c;
	wire[8:0] carry;
	wire[7:0] sum;
	assign carry[0] = z;
	FADDER f0(sum[0],carry[1],a[0],b[0],carry[0]);
	genvar i;
	generate
	for(i=1;i<8;i=i+1) begin
		FADDER f(sum[i],carry[i+1],a[i],b[i],carry[i]);
	end
	endgenerate
	assign o=sum;
	assign c=carry[8];
endmodule
module byte_adder(a,b,z,o,c);
	input[31:0] a,b;
	input z;
	output[31:0] o;
	output c;
	wire[4:0] carry;
	assign carry[0] = z;
	eight_bitadder a1(a[31:24],b[31:24],carry[0],o[31:24],carry[1]);
	eight_bitadder a2(a[23:16],b[23:16],carry[1],o[23:16],carry[2]);
	eight_bitadder a3(a[15:8],b[15:8],carry[2],o[15:8],carry[3]);
	eight_bitadder a4(a[7:0],b[7:0],carry[3],o[7:0],carry[4]);
	assign c = carry[4];
endmodule
==> summary.txt <==
The synthesis and place-and-route flow finished, so here is a summary.

In the synthesized netlist, the number of instances is 64. The signal arrival time at the worst endpoint is 14190 ps. The maximum number of pins on one net before global-route repair is 2. The fraction of post-synthesis cell area in the top cell type by area is 72.73%. The critical path's largest stage delay came out at 520 ps. The leftover overflow at the end of global routing is 0. The cell leakage power is 0.6036 nW. For this run, the script counts the antenna cells in the layout as 0.

The total global routing track utilization is 4.999%. The routed via count divided by cell count came out at 3.266. The total instance count after detailed placement came out at 207. The worst setup path is of the primary input to output port kind. The area added between synthesis and finish is 96.45%. The highest metal layer carrying signal wires in the routed design is met3. The via count of the first global-routing pass is 856. Yosys printed 0 warnings.

Before any placement, the netlist area is recorded as 880.8 um^2. The worst hold margin is 6117 ps. The flow reported a cell area power density of 41.53 nW/um^2. The largest fanout on the critical path came out at 1. The final-layout fill cell count came out at 644. STA classifies the critical path endpoint as an output port. The number of antenna violations at the first check in global routing is 0. The cell type with the largest total area after synthesis is sky130_fd_sc_hd__fa_1. The remaining max-slew budget at the tightest pin is 93.03%.

The final total negative setup slack came out at -21480 ps. The wire length on met1 came out at 984 um. The boundary pin count is 98. By area the synthesized netlist is led by sky130_fd_sc_hd__fa_1 73%, sky130_fd_sc_hd__buf_4 27%.

The amount of wire on met3 after detailed routing is 568 um. For this block, the routed nets add up to 2682 um of wire. The highest-delay cell along the critical path is sky130_fd_sc_hd__fa_2. The flow ran to the end, but the final reports show violations.

After synthesis, the design contains 64 cells according to Yosys. The count of cell types in the netlist is 2. The count of final hold-check violations came out at 0. The routed length on met2 came out at 1129 um. The OpenROAD report gives the critical path a required time of 10800 ps.

The maximum resistive drop on vdd came out at 20.31 uV. The initial utilization of the core area, before any placement, comes to 14.03%. The area of the placeable core is 6277 um^2. The sequential share of the synthesized area came out at 0%. The combinational gate area came out at 720.7 um^2.

Looking at the max-slew report, the worst-margin pin has a slew of 104.2 ps. The worst hold path belongs to the class primary input to output port. The achievable clock frequency is 59.21 MHz.

The number of DRC markers in iteration 0 came out at 0. The average instance area after synthesis is 13.76 um^2. TritonRoute reported its final design rule violation total as 0.

Setup repair after global routing could not meet its margin everywhere. The iteration count of the initial detailed-routing pass is 1. Per the gpl log, the routability congestion estimate is 0.6786.

The total number of warnings across the stage logs is 35. The final period utilization is 125.1%. The run reported a max-capacitance violation count of 0. The cell type with the highest occurrence count on the critical path is sky130_fd_sc_hd__fa_2. The area recorded from the Yosys report for this design is 880.8 um^2.

The total of endpoints with negative setup slack in the final report came out at 11. Logged for this run, the post-placement worst setup slack is -4141 ps. According to the floorplan report, the total die area is 10000 um^2.

In this run the remaining antenna-violating nets after routing total 0. The port buffer count is 98. The combined flip-flop and latch cell area came out at 0 um^2.

The tally of clock buffers in the finished layout came out at 0. Ranked by instance count, the synthesized netlist is headed by 32 x sky130_fd_sc_hd__buf_4, 32 x sky130_fd_sc_hd__fa_1. Across all setup checks in the final design, the least slack found is -3389 ps.

The detailed-route via count is 676. The ratio of cells with drive above 1 in the final layout came out at 36.15%. The final max-slew violation count recorded for this run is 0.

The global-route wire length before repair is 4140 um. The worst setup path is launched from a primary input. The combined buffer and inverter count along the critical path is 2. The post-route non-filler standard cell count is 207. On the critical path the largest part of the delay comes from adder cells. The flop count is 0. The die is 100 um wide. Power comes to 71.86 uW. The number of rows created at floorplan is 29. The post-detailed-route wirelength per cell came out at 12.96 um. The final critical path time including I/O delays and setup is 16890 ps. The checks that failed: negative setup slack. The chip height is 100 um.
## cells in the final DEF (no fill, tap or decap)
| master | synthesis | final |
|---|---|---|
| sky130_fd_sc_hd__buf_2 | 0 | 14 |
| sky130_fd_sc_hd__buf_6 | 0 | 1 |
| sky130_fd_sc_hd__clkdlybuf4s50_1 | 0 | 81 |
| sky130_fd_sc_hd__dlygate4sd2_1 | 0 | 1 |
| sky130_fd_sc_hd__dlymetal6s2s_1 | 0 | 1 |
| sky130_fd_sc_hd__fa_2 | 0 | 32 |
## logic make-up after synthesis
family     after synthesis  share of synthesized area (%)
buf+inv                 32                          27.27
fa+ha+maj               32                          72.73
## per-layer routing
metal / track usage [%] / vias to the layer above
li1: - / 292
met4: 0 / 0
met2: 7.715 / 70
met5: 0 / -
met1: 5.762 / 314
met3: 3.886 / 0
## worst paths after layout
path	from	endpoint	slack [ps]	depth (start not counted)
worst max-delay path	a[24]	o[7]	-3390	34
worst min-delay path	a[24]	o[24]	6120	3
## final cells by class
class,instances,area share [%]
multi-input cells,32,41.65
repair buffers,98,52.78
well taps,77,5.568
## timing repair
| action | CTS | global route |
|---|---|---|
| endpoints found under the setup margin | 14 | 12 |
| hold buffers | 0 | 0 |
| endpoints found under the hold margin | 0 | 0 |
| gates resized | 51 | 1 |
| buffers inserted | 0 | 0 |
## power breakdown
group          switching [mW]  internal, mW
registers                   0             0
logic                  0.0198        0.0520
clock network               0             0
## through the flow
stage / util (%) / area (um^2)
after detailed placement: 28.60 / 1795
final: 27.57 / 1730
after floorplan: - / 958.4
after global placement: 28.60 / 1795
after global routing: 27.57 / 1730
after CTS: 27.53 / 1728
Power is estimated from default activity; no workload was simulated.
